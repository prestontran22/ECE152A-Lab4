`design.v`:
```
module divisible_by_5 (
    input logic clk,
    input logic rst_n,
    input logic serial_i,
    output logic divisible_by_5_o
);
typedef enum logic [2:0] {
    REMAINDER_0,
    REMAINDER_1,
    REMAINDER_2,
    REMAINDER_3,
    REMAINDER_4
} state_t;
state_t state_d, state_q = REMAINDER_0;
assign divisible_by_5_o = (state_q == REMAINDER_0);
always_comb begin
    state_d = REMAINDER_0; 
    if (serial_i) begin  
        case (state_q)
            default: state_d = REMAINDER_0;
            REMAINDER_0: state_d = REMAINDER_1;
            REMAINDER_1: state_d = REMAINDER_3;
            REMAINDER_2: state_d = REMAINDER_0;
            REMAINDER_3: state_d = REMAINDER_2;
            REMAINDER_4: state_d = REMAINDER_4;
        endcase
    end else begin  
        case (state_q)
            default: state_d = REMAINDER_0;
            REMAINDER_0: state_d = REMAINDER_0;
            REMAINDER_1: state_d = REMAINDER_2;
            REMAINDER_2: state_d = REMAINDER_4;
            REMAINDER_3: state_d = REMAINDER_1;
            REMAINDER_4: state_d = REMAINDER_3;
        endcase
    end
end
always_ff @(posedge clk or negedge rst_n) begin
    if (!rst_n) begin
        state_q <= REMAINDER_0;
    end else begin
        state_q <= state_d;
    end
end
endmodule
```
`run.sh`:
```
#!/bin/bash
# OpenROAD 26Q1-2900-gdf79404cd8, Yosys 0.63+post, stock flow scripts
make -C /OpenROAD-flow-scripts/flow DESIGN_CONFIG=/design/flow/config.mk WORK_HOME=/design/flow/orfs finish
```
`config.mk`:
```
export PLATFORM = sky130hd
export DESIGN_NAME = divisible_by_5
export DESIGN_NICKNAME = divisible_by_5
export VERILOG_FILES = /design/flow/design.v
export SDC_FILE = /design/flow/constraint.sdc
export NUM_CORES = 4
export LEC_CHECK = 1
export CORE_AREA = 10 10 70 70
export DIE_AREA = 0 0 80 80
```
`constraint.sdc`:
```
current_design divisible_by_5

set clk_period 1.9
set clk_io_pct 0.2

create_clock -name clk0 -period $clk_period [get_ports {clk}]

set non_clock_inputs [all_inputs -no_clocks]
set_input_delay [expr $clk_period * $clk_io_pct] -clock clk0 $non_clock_inputs
set_output_delay [expr $clk_period * $clk_io_pct] -clock clk0 [all_outputs]
```
==> results_dict.tcl <==
# flow metrics
set metrics [dict create \
    status "completed" \
    coreArea_um2 3420 \
    syn_area_um2 155 \
    final_cell_count_no_fill 67 \
    required_ps 1520 \
    layout_min_cycle_time_ps 1720 \
    overflow 0 \
    worstSkewPairLatency_ps 230 \
    grt_util_all_layers_pct 1.04 \
    pwr-share-seq_pct 39.8 \
    cts_tree "built" \
    gp_congestion 0.659 \
    switching_power_mw 0.0992 \
    cts.sinks 3 \
    placed_cells 63 \
    top_cell_area_share_pct 48.4 \
    cts_buffer_depth 2 \
    ys_seq_share_pct 48.4 \
    finalSetupViolCount 0 \
    die_area_um2 6400 \
    drtIter0Drc 5 \
    period_used_pct 90.4 \
    antennaDiodeCount 0 \
    power_frac_clock_pct 33.3 \
    vias 131 \
    ir_drop_uv 145 \
    initCoreUtil_pct 4.54 \
    htree_levels 1 \
    largest_register_ffs 3 \
    clk_pin_slew_ps 40 \
    yosysChipArea_um2 155 \
    dr.pass1.iters 2 \
    timing.final.ws_setup_ps 182 \
    cts_root_buffer "clkbuf_4" \
    timing.rr.start "state_q[1]" \
    clock_skew_ps 1.03 \
    reg2reg_to "state_q[1]" \
    die-height_um 80 \
    p_sw_share_pct 29.6 \
    ant_nets 0 \
    io-pin-count 4 \
    final_core_util_pct 7.88 \
    antenna_found_initial 0 \
    end_kind "output port" \
    grt_max_degree 9 \
    ctsResizeCount 0 \
    p_leak_nw 0.0898 \
    area_growth_pct 73.4 \
    ys_ff 3 \
    warnings 25 \
    wl_per_cell_um 5.49 \
    top_regs "state_q (3)" \
    slew_violations 0 \
    yosysCellCount 14 \
    p_comb_share_pct 26.9 \
    grt_pass1_vias 131 \
    grt_pass1_wl_um 531 \
    regToRegSetupSlack_ps 680 \
    tightest_slew_ps 330 \
    port_buffers 3 \
    cts_buffers 3 \
    yosysTopAreaCell "dfrtp_1" \
    ys_types 10 \
    fin_tns_setup_ps 0 \
    intPower_mw 0.236 \
    die_w_um 80 \
    netlist_instances 14 \
    postRouteWirelength_um 368 \
    post_cts_buffers 0 \
    fmax_ghz 0.582 \
    dp_slack_ps 242 \
    yosysWarnings 1 \
    worstPathMaxFanout 7 \
    grt_setup_unrepaired "false" \
    area_leaders "dfrtp_1 (48%), nand3b_1 (9.7%), or4bb_1 (7.3%)" \
    dp_hpwl_um 268 \
    hold_viol_final 0 \
    cap_violations 0 \
    cp-start-kind "flip-flop" \
    p_per_area_nw_per_um2 1250 \
    worstSetupPathType "flip-flop to output port" \
    regMostFlops "state_q" \
    min_path_type "input port to async pin" \
    crit_arrival_ps 1340 \
    rows 21 \
    cts_hold_buf 0 \
    drive_above_1_share_pct 14.3 \
    synth.avg_cell_area_um2 11.1 \
    vias_per_cell 1.96 \
    relSlewSlack_pct 77.7 \
    drc_errors 0 \
    worstRegToRegCells 2 \
]
cells in the mapped netlist (all sizes together):
master,instances
or3b,1
or4bb,1
nor3,1
inv,2
dfrtp,3
a21oi,1
nand3b,2
o311ai,2
or4b,1
cell families after synthesis:
family / Yosys count / share of synthesized area (%)
and+or+nand+nor: 6 / 32.3
AOI/OAI and AO/OA: 3 / 14.5
DFF: 3 / 48.4
buffers and inverters: 2 / 4.84
metrics by stage:
step	hold slack [ps]	power (mW)	cell area, um2
after floorplan	84.4	0.171	155
after global placement	498	0.215	243
after detailed placement	512	0.225	243
after CTS	318	0.343	269
after global routing	331	0.360	269
final	328	0.335	269
worst max path at each step:
stage         slack (ps)               end  depth (start not counted)       start
CTS                  170  divisible_by_5_o                          2  state_q[1]
global route          90  divisible_by_5_o                          2  state_q[0]
finish               180  divisible_by_5_o                          2  state_q[1]
per-layer routing:
layer	part of all wire, %	GRT usage [%]	up-vias	routed length, um
li1	-	-	68	-
met1	56	1.60	55	206
met2	31	0.963	6	115
met3	8.7	0.455	2	32
met4	3.5	0.880	0	13
met5	0	0	-	0
worst max-delay path, cell delays in order, from the launching register on:
cell and delay, ps:
dfrtp_1 420, nor3_1 200, clkdlybuf4s50_1 490
placed cells by master, fill, tap and decap left out:
cell	n
or4bb_1	1
o311ai_1	1
or4b_1	1
dfrtp_1	3
a21oi_1	1
o311ai_0	1
clkbuf_4	3
clkbuf_1	1
or3b_1	1
inv_1	2
nand3b_1	2
nor3_1	1
clkdlybuf4s50_1	3
power groups by stage:
stage	logic, mW	registers (mW)	clock network [mW]
final	0.0903	0.133	0.112
after global routing	0.0976	0.142	0.120
after CTS	0.0917	0.133	0.119
cell type report:
class / count / area, um2
sequential: 3 / 75.1
multi-input combinational: 9 / 72.6
inverter: 2 / 7.51
clock buffer: 4 / 26.3
tap: 46 / 57.6
fill: 405 / 3150
timing repair buffer: 3 / 30.0
Power figures rest on the tool's default switching activity, not on a simulated workload.
