### design/flow/run.sh
#!/bin/bash
# OpenROAD 26Q1-2900-gdf79404cd8, Yosys 0.63+post, stock flow scripts
make -C /OpenROAD-flow-scripts/flow DESIGN_CONFIG=/design/flow/config.mk WORK_HOME=/design/flow/orfs finish
### design/flow/config.mk
export PLATFORM = sky130hd
export DESIGN_NAME = ucsbece152a_taillights
export DESIGN_NICKNAME = ucsbece152a_taillights
export VERILOG_FILES = /design/flow/design.v
export SDC_FILE = /design/flow/constraint.sdc
export NUM_CORES = 4
export LEC_CHECK = 1
export CORE_AREA = 10 10 70 70
export DIE_AREA = 0 0 80 80
### design/flow/constraint.sdc
current_design ucsbece152a_taillights

set clk_period 1.9
set clk_io_pct 0.2

create_clock -name clk0 -period $clk_period [get_ports {clk}]

set non_clock_inputs [all_inputs -no_clocks]
set_input_delay [expr $clk_period * $clk_io_pct] -clock clk0 $non_clock_inputs
set_output_delay [expr $clk_period * $clk_io_pct] -clock clk0 [all_outputs]
### design/flow/design.v
typedef enum logic [2:0] {
    S000_000,  
    S000_100,  
    S000_110,  
    S000_111,  
    S001_000,  
    S011_000,  
    S111_000,  
    S111_111  
} state_t;
module ucsbece152a_fsm (
    input logic clk,
    input logic rst_n,
    input logic left_i,
    input logic right_i,
    input logic hazard_i,
    output state_t state_o,
    output logic [5:0] pattern_o
);
state_t state_d, state_q = S000_000;
assign state_o = state_q;
always_comb begin
    case (state_q)
        S000_000: begin
            if (hazard_i)
                state_d = S111_111;
            else if (left_i & right_i)  
                state_d = S111_111;
            else if (left_i)
                state_d = S001_000;
            else if (right_i)
                state_d = S000_100;
            else state_d = S000_000;
        end
        S000_100: begin 
        if (~left_i) state_d = S000_000;
        else state_d = S000_110;
        end
        S000_110: begin
        if (~left_i) state_d = S000_000;
        else state_d = S000_111;
        end
        S000_111: state_d = S000_000;
        S001_000: begin
        if (~right_i) state_d = S000_000;
        else state_d = S011_000;
        end
        S011_000: begin
        if (~right_i) state_d = S000_000;
        else state_d = S111_000;
        end
        S111_000: state_d = S000_000;
        S111_111: state_d = S000_000;
    endcase
end
always_ff @(posedge clk or negedge rst_n) begin
    if (~rst_n)
        state_q <= S000_000;
    else 
        state_q <= state_d;
end
always_comb begin
    case (state_q)
        S000_000: pattern_o = 6'b000_000;
        S000_100: pattern_o = 6'b000_100;
        S000_110: pattern_o = 6'b000_110;
        S000_111: pattern_o = 6'b111_111;
        S001_000: pattern_o = 6'b001_000;
        S011_000: pattern_o = 6'b011_000;
        S111_000: pattern_o = 6'b111_000;
        S111_111: pattern_o = 6'b111_111;
        default: pattern_o = 6'b000_000;
    endcase
end
endmodule
module ucsbece152a_taillights (
    input logic clk,
    input logic rst_n,
    input logic clk_dimmer_i,
    input logic left_i,
    input logic right_i,
    input logic hazard_i,
    input logic brake_i,
    input logic runlights_i,
    output logic [5:0] lights_o
);
logic [5:0] fsm_pattern;
ucsbece152a_fsm fsm (
    .clk(clk),
    .rst_n(rst_n),
    .left_i(left_i),
    .right_i(right_i),
    .hazard_i(hazard_i),
    .pattern_o(pattern_o)
);
logic [5:0] lights_runlightson;
assign fsm_pattern = pattern_o;
assign lights_runlightson = (clk_dimmer_i) ? 6'b111_111 : 6'b000_000;
always_comb begin
    lights_o = fsm_pattern;
    if (brake_i) begin
        if (left_i)
            lights_o = {fsm_pattern[5:3], 3'b111};
        else if (right_i)
            lights_o = {3'b111, fsm_pattern[2:0]};
        else 
            lights_o = 6'b111_111;
    end else if (runlights_i) begin
        lights_o = (lights_o | lights_runlightson);
    end 
end
endmodule
==> impl_metrics.sql <==
-- physical implementation figures
INSERT INTO impl_metrics (metric_group, metric, value, unit) VALUES
('status', 'run_status', 'completed', ''),
('setup_path', 'worst_r2r_startpoint', 'fsm.state_q[2]', ''),
('logic_synthesis', 'warnings_synthesis', '4', ''),
('sta', 'maximum_clock_rate', '530', 'MHz'),
('setup_path', 'critPathLaunchType', 'input port', ''),
('final_layout', 'count_of_fill_cells_added_during_filler_insertion', '388', ''),
('global_routing', 'grt_start_max_net_pins', '8', ''),
('global_routing', 'vias_in_the_first_global_route', '258', ''),
('logic_synthesis', 'post_synthesis_cell_type_with_the_largest_combined_area', 'sky130_fd_sc_hd__dfrtp_1', ''),
('logic_synthesis', 'synth_sequential_area_ratio', '33.7', '%'),
('logic_synthesis', 'mappedNetlistArea', '223', 'sq um'),
('final_layout', 'register_ranked_first_by_flip_flop_count', 'fsm.state_q', ''),
('place', 'gp_congestion', '0.755', ''),
('final_layout', 'number_of_flip_flops_in_the_largest_register', '3', ''),
('clock_network', 'cts_hold_buf', '0', ''),
('floorplanning', 'fp-row-count', '21', ''),
('clock_network', 'clock_tree.htree_level_count', '1', ''),
('routing', 'first_iter_violations', '10', ''),
('logic_synthesis', 'yosysTopAreaCellShare', '33.7', '%'),
('power_and_ir_drop', 'cellPowerDensity', '833', 'nW/um^2'),
('setup_path', 'ff_to_ff_end', 'fsm.state_q[1]', ''),
('power_and_ir_drop', 'irDropWorstVdd', '0.210', 'mV'),
('sta', 'worst_slew_margin_rel', '86.7', '%'),
('floorplanning', 'coreArea', '3420', 'sq um'),
('setup_path', 'path_class', 'in -> out', ''),
('setup_path', 'required', '1.52', 'ns'),
('sta', 'clock-skew-final', '0.00223', 'ns'),
('final_layout', 'finalCoreUtilization', '13.8', '%'),
('job', 'tool_warnings', '26', ''),
('clock_network', 'root_buffer', 'sky130_fd_sc_hd__clkbuf_4', ''),
('floorplanning', 'fp-utilization', '6.52', '%'),
('routing', 'viasPerCell', '2.88', ''),
('logic_synthesis', 'synth_cell_types', '16', ''),
('sta', 'tns', '0', 'ns'),
('sta', 'finalSetupViolCount', '0', ''),
('sta', 'report.final.hold_viol_count', '0', ''),
('sta', 'min_period', '1.89', 'ns'),
('setup_path', 'crit_fanout', '2', ''),
('power_and_ir_drop', 'power.leakage', '0.229', 'nW'),
('logic_synthesis', 'yosys-stat-cells', '27', ''),
('job', 'drv.max_cap_violation_count', '0', ''),
('final_layout', 'final_layout_size_suffix_gt1_share', '27.7', '%'),
('setup_path', 'timing.critical_path.arrival', '1.51', 'ns'),
('global_routing', 'grt_overflow_total', '0', ''),
('clock_network', 'worst_skew_pair.late_latency', '0.23', 'ns'),
('setup_path', 'timing.reg2reg.worst_path_depth', '3', ''),
('clock_network', 'clkSlewWorstSetupHoldPaths', '0.04', 'ns'),
('clock_network', 'clock_tree_from_tritoncts', 'done', ''),
('routing', 'remaining_drc_errors', '0', ''),
('logic_synthesis', 'netlist_instances', '27', ''),
('sta', 'fin_crit_sh', '99.2', '%'),
('logic_synthesis', 'synth_area_per_cell', '8.25', 'sq um'),
('routing', 'post_drt_wl_per_cell', '8.01', 'microns'),
('routing', 'routed_wl', '745', 'microns'),
('floorplanning', 'die.size.y', '80', 'microns'),
('floorplanning', 'pin_count', '14', ''),
('setup_path', 'cp-startpoint', 'runlights_i', ''),
('floorplanning', 'x_dimension_of_the_die', '80', 'microns'),
('routing', 'antenna_cells_inserted', '0', ''),
('routing', 'dr.pass1.iters', '2', ''),
('clock_network', 'tritoncts_num_sinks', '3', ''),
('final_layout', 'biggestRegsByFlops', 'fsm.state_q: 3 flops', ''),
('sta', 'maxSlewViolCount', '0', ''),
('global_routing', 'grt_pass1_wl', '1.12', 'mm'),
('setup_path', 'worstSetupEndpoint', 'lights_o[4]', ''),
('sta', 'worst_slew_pin_slew', '0.198', 'ns'),
('final_layout', 'flow.area_growth_from_synthesis', '112', '%'),
('clock_network', 'cts.path.max_buffers', '2', ''),
('worst_hold_path', 'hold_class', 'in -> async', ''),
('logic_synthesis', 'synth_chip_area', '223', 'sq um'),
('setup_path', 'ff2ff_setup_slack', '0.92', 'ns'),
('logic_synthesis', 'ys_top_cells_by_area', 'sky130_fd_sc_hd__dfrtp_1, sky130_fd_sc_hd__buf_4, sky130_fd_sc_hd__o21ai_0', ''),
('place', 'placement.io_buffers', '13', ''),
('floorplanning', 'chip_area', '6400', 'sq um'),
('routing', 'postRouteAntennaNets', '0', ''),
('clock_network', 'cts_made_buffers', '3', ''),
('logic_synthesis', 'numSynthFlops', '3', ''),
('routing', 'num_vias', '268', ''),
('global_routing', 'antenna_found_initial', '0', ''),
('global_routing', 'globalRouteTotalUtil', '2.13', '%'),
('setup_path', 'critPathCaptureType', 'primary output', '');
==> worst max-delay path, stage by stage <==
cell	delay (ns)
sky130_fd_sc_hd__clkdlybuf4s50_1	0.47
sky130_fd_sc_hd__nand3_2	0.10
sky130_fd_sc_hd__o21ai_2	0.08
sky130_fd_sc_hd__clkdlybuf4s50_1	0.48
==> layout make-up <==
cell class	count	area (sq um)	area share, %
Sequential cell	3	75.1	15.9
Multi-Input combinational cell	18	125	26.5
Tap cell	46	57.6	12.2
Clock buffer	4	26.3	5.57
Inverter	3	11.3	2.39
Timing Repair Buffer	19	176	37.4
==> worst min path at each step <==
| stage | startpoint | to | slack [ns] | depth (start not counted) |
|---|---|---|---|---|
| finish | rst_n | fsm.state_q[2] | 0.33 | 1 |
| global route | rst_n | fsm.state_q[0] | 0.34 | 1 |
| CTS | rst_n | fsm.state_q[2] | 0.33 | 1 |
==> layout by cell type, fill, tap and decap left out, drive strengths merged <==
cell / Yosys / routed
clkbuf: 0 / 4
a21o: 1 / 1
nand4bb: 1 / 1
a21oi: 1 / 1
nor2: 1 / 1
buf: 3 / 6
inv: 3 / 3
dlymetal6s2s: 0 / 3
o31a: 1 / 1
dfrtp: 3 / 3
nand2: 3 / 3
clkdlybuf4s50: 0 / 5
a22oi: 1 / 1
o21ai: 3 / 3
mux2i: 1 / 1
dlygate4sd2: 0 / 5
nor2b: 1 / 1
o31ai: 1 / 1
nand3: 2 / 2
o311a: 1 / 1
==> cell families (layout without fill, tap and decap cells) <==
logic type	Yosys count	after routing	synth area share, %
flip-flops	3	3	33.7
AND-OR/OR-AND	9	9	27.5
AND/OR/NAND/NOR	8	8	19.1
multiplexers	1	1	4.49
buffers and inverters	6	26	15.2
==> synthesized netlist by cell type <==
master	instances
sky130_fd_sc_hd__a21o_1	1
sky130_fd_sc_hd__a21oi_1	1
sky130_fd_sc_hd__a22oi_1	1
sky130_fd_sc_hd__buf_4	3
sky130_fd_sc_hd__dfrtp_1	3
sky130_fd_sc_hd__inv_1	3
sky130_fd_sc_hd__mux2i_1	1
sky130_fd_sc_hd__nand2_1	3
sky130_fd_sc_hd__nand3_1	2
sky130_fd_sc_hd__nand4bb_1	1
sky130_fd_sc_hd__nor2_1	1
sky130_fd_sc_hd__nor2b_1	1
sky130_fd_sc_hd__o21ai_0	3
sky130_fd_sc_hd__o311a_1	1
sky130_fd_sc_hd__o31a_1	1
sky130_fd_sc_hd__o31ai_1	1
==> metal layers <==
layer  share of wire [%]  up-vias  GRT usage, %
met1                  51      116          3.19
met5                   0        -             0
met2                  30       16          2.09
met4                 1.3        0         0.704
li1                    -      134             -
met3                  17        2          1.59
==> power breakdown <==
group          internal (mW)  total [mW]  switching (mW)
sequential            0.0946       0.137          0.0425
combinational         0.0908       0.146          0.0550
clock                 0.0786       0.110          0.0315
total                  0.264       0.393           0.129
==> what timing repair did <==
item / CTS / global route
buffers inserted: 1 / 2
setup endpoints to repair: 6 / 3
hold endpoints to repair: 0 / 0
pin swaps: 2 / 3
resized: 9 / 4
==> per-stage QoR <==
step / total power [mW] / hold slack [ns] / worst slack (ns) / area, sq um / instances
CTS: 0.398 / 0.328 / -0.00624 / 447 / 91
global route: 0.433 / 0.336 / -0.0106 / 472 / 93
global placement: 0.276 / 0.520 / -0.160 / 410 / 86
finish: 0.393 / 0.332 / 0.0144 / 472 / 93
floorplan: 0.218 / 0.0844 / 0.749 / 223 / 27
detailed placement: 0.285 / 0.534 / -0.172 / 410 / 86
Power is estimated from default activity; no workload was simulated.
